--- design/flow/config.mk ---
export PLATFORM = sky130hd
export DESIGN_NAME = data_ary
export DESIGN_NICKNAME = data_ary
export VERILOG_FILES = /design/flow/design.v
export SDC_FILE = /design/flow/constraint.sdc
export NUM_CORES = 4
export LEC_CHECK = 1
export CORE_UTILIZATION = 50
export SYNTH_MEMORY_MAX_BITS = 65536
--- design/flow/constraint.sdc ---
current_design data_ary

set clk_period 17.2
set clk_io_pct 0.2

create_clock -name clk0 -period $clk_period [get_ports {i_clk}]

set non_clock_inputs [all_inputs -no_clocks]
set_input_delay [expr $clk_period * $clk_io_pct] -clock clk0 $non_clock_inputs
set_output_delay [expr $clk_period * $clk_io_pct] -clock clk0 [all_outputs]
--- design/flow/design.v ---
interface axi4_if;
  parameter ADDR_W = 32;
  parameter DATA_W = 64;
  parameter ID_W   = 4;
  parameter USER_W = 1;
  localparam STRB_W = DATA_W/8;
  logic                   aw_ready  ;
  logic                   aw_valid  ;
  logic   [ADDR_W-1:0]    aw_addr   ;
  logic   [2:0]           aw_prot   ;
  logic   [7:0]           aw_len    ;
  logic   [2:0]           aw_size   ;
  logic   [1:0]           aw_burst  ;
  logic                   aw_lock   ;
  logic   [3:0]           aw_cache  ;
  logic   [3:0]           aw_qos    ;
  logic   [ID_W-1:0]      aw_id     ;
  logic   [USER_W-1:0]    aw_user   ;
  logic   [3:0]           aw_region ;
  logic                   w_valid   ;
  logic   [DATA_W-1:0]    w_data    ;
  logic   [STRB_W-1:0]    w_strb    ;
  logic                   w_last    ;
  logic                   w_ready   ;
  logic   [USER_W-1:0]    w_user    ;  
  logic   [1:0]           b_resp    ;
  logic   [ID_W-1:0]      b_id      ;
  logic                   b_ready   ;
  logic                   b_valid   ;
  logic   [USER_W-1:0]    b_user    ;
  logic                   ar_ready  ;
  logic                   ar_valid  ;
  logic   [ADDR_W-1:0]    ar_addr   ;
  logic   [2:0]           ar_prot   ;
  logic   [7:0]           ar_len    ;
  logic   [2:0]           ar_size   ;
  logic   [1:0]           ar_burst  ;
  logic                   ar_lock   ;
  logic   [3:0]           ar_cache  ;
  logic   [3:0]           ar_qos    ;
  logic   [ID_W-1:0]      ar_id     ;
  logic   [USER_W-1:0]    ar_user   ;
  logic   [3:0]           ar_region ;
  logic   [DATA_W-1:0]    r_data    ;
  logic   [1:0]           r_resp    ;
  logic                   r_last    ;
  logic   [ID_W-1:0]      r_id      ;
  logic                   r_ready   ;
  logic                   r_valid   ;
  logic   [USER_W-1:0]    r_user    ;
  modport Master
  (
    output aw_valid, output aw_addr, output aw_prot,  output aw_region,
    output aw_len,   output aw_size, output aw_burst, output aw_lock,
    output aw_cache, output aw_qos,  output aw_id,    output aw_user,
    input  aw_ready,
    output ar_valid, output ar_addr, output ar_prot,  output ar_region,
    output ar_len,   output ar_size, output ar_burst, output ar_lock,
    output ar_cache, output ar_qos,  output ar_id,    output ar_user,
    input  ar_ready,
    output w_valid,  output w_data,  output w_strb,   output w_last,
    output w_user,   input  w_ready,
    input  r_valid,  input  r_data,  input  r_resp,   input  r_last,
    input  r_id,     input  r_user,  output r_ready,
    input  b_valid,  input  b_resp,  input  b_id,     input  b_user,
    output b_ready
  );
  modport Slave
  (
    input  aw_valid, input  aw_addr, input  aw_prot,  input  aw_region,
    input  aw_len,   input  aw_size, input  aw_burst, input  aw_lock,
    input  aw_cache, input  aw_qos,  input  aw_id,    input  aw_user,
    output aw_ready,
    input  ar_valid, input  ar_addr, input  ar_prot,  input  ar_region,
    input  ar_len,   input  ar_size, input  ar_burst, input  ar_lock,
    input  ar_cache, input  ar_qos,  input  ar_id,    input  ar_user,
    output ar_ready,
    input  w_valid,  input  w_data,  input  w_strb,   input  w_last,
    input  w_user,   output w_ready,
    output r_valid,  output r_data,  output r_resp,   output r_last,
    output r_id,     output r_user,  input  r_ready,
    output b_valid,  output b_resp,  output b_id,     output b_user,
    input  b_ready
  );
endinterface
interface uni_if;
  parameter ADDR_W = 32;
  parameter DATA_W = 64;
  logic               valid ;
  logic               ready ;
  logic               reqtyp;
  logic [ADDR_W-1:0]  addr  ;
  logic [DATA_W-1:0]  wdata ;
  logic [DATA_W-1:0]  rdata ;
  logic               cachable;
  logic [1:0]         size  ;
  modport Master(
    output valid, input ready, output reqtyp,   output addr,
    output wdata, input rdata, output cachable, output size
  );
  modport Slave(
    input valid, output ready, input reqtyp,   input addr,
    input wdata, output rdata, input cachable, input size
  );
endinterface
module S011HD1P_X32Y2D128_BW#(
  parameter Bits = 128,
  parameter Word_Depth = 64,
  parameter Add_Width = 6,
  parameter Wen_Width = 128
)(
  input                       CLK,
  input                       CEN,
  input                       WEN,
  input       [Wen_Width-1:0] BWEN,
  input       [Add_Width-1:0] A,
  input       [Bits-1     :0] D,
  output reg  [Bits-1     :0] Q
);
wire cen  = ~CEN;
wire wen  = ~WEN;
wire [Wen_Width-1:0] bwen = ~BWEN;
reg [Bits-1:0] ram [0:Word_Depth-1];
always @(posedge CLK) begin
  if(cen && wen) begin
    ram[A] <= (D & bwen) | (ram[A] & ~bwen);
  end
end
always @(posedge CLK) begin
  if(cen && !wen) begin
    Q <= ram[A] ;
  end else begin
    Q <= {4{$random}};
  end
end
endmodule
module data_ary(
  input               i_clk  ,
  input               i_rst_n,
  input               i_ren  ,
  input               i_wen  ,
  input       [ 15:0] i_wstrb,
  input       [  6:0] i_addr ,  
  input       [127:0] i_wdata,
  output      [127:0] o_rdata
);
  logic [1:0] wen_exten, ren_exten;
  logic [1:0] WEN_EXTEN, CEN_EXTEN;
  assign wen_exten = {i_addr[6], ~i_addr[6]} & {2{i_wen}};
  assign ren_exten = {i_addr[6], ~i_addr[6]} & {2{i_ren}};
  assign WEN_EXTEN = ~ wen_exten;
  assign CEN_EXTEN = ~ {ren_exten | wen_exten};
  logic [127:0] BWEN;
  for (genvar i=0; i<16 ; i=i+1 ) begin
    assign BWEN[8*i+7 : 8*i] = {8{~i_wstrb[i]}};
  end
  logic [127:0] Q_EXTEN [1:0];
  for(genvar i=0; i<2; i++)begin
      S011HD1P_X32Y2D128_BW  #(
      .Bits       (128),
      .Word_Depth (64 ),
      .Add_Width  (6  ),
      .Wen_Width  (128)
    ) u_sram_high (
      .CLK  (i_clk        ),
      .CEN  (CEN_EXTEN[i] ),
      .WEN  (WEN_EXTEN[i] ),
      .BWEN (BWEN         ),
      .A    (i_addr[5:0]  ),
      .D    (i_wdata      ),
      .Q    (Q_EXTEN[i]   )
    );
  end
  logic [1:0] ren_exten_r;
  stl_reg #(
    .WIDTH      (2          ), 
    .RESET_VAL  (2'b00      )
  ) reg_ren (
  	.i_clk      (i_clk      ), 
    .i_rst_n    (i_rst_n    ), 
    .i_wen      (1'b1       ), 
    .i_din      (ren_exten  ), 
    .o_dout     (ren_exten_r)
  );
  assign o_rdata = ren_exten_r[1] ? Q_EXTEN[1] : (ren_exten_r[0] ? Q_EXTEN[0] : 128'b0);
endmodule
module stl_reg #(
  WIDTH = 1,
  RESET_VAL = 0
)(
  input                     i_clk   ,
  input                     i_rst_n ,
  input                     i_wen   ,
  input         [WIDTH-1:0] i_din   ,
  output logic  [WIDTH-1:0] o_dout
);
  always @(posedge i_clk or negedge i_rst_n) begin
    if (!i_rst_n) begin
      o_dout <= RESET_VAL;
    end else if(i_wen) begin
      o_dout <= i_din;
    end
  end
endmodule
--- design/flow/run.sh ---
#!/bin/bash
# OpenROAD 26Q1-2900-gdf79404cd8, Yosys 0.63+post, stock flow scripts
make -C /OpenROAD-flow-scripts/flow DESIGN_CONFIG=/design/flow/config.mk WORK_HOME=/design/flow/orfs finish
==> flow_summary.toml <==
# generated from flow reports
[yosys]
synthDistinctLibCells = 84
synth_area_leader_cell = "edfxtp_1"
top_cell_area_share_pct = 78.5
yosys_cells = 35200
xor_area_share_pct = 0
synth-adder-area-share_pct = 0
synthSimpleGateAreaFrac_pct = 2.53
ys_area_sq_mm = 0.627
ff_type = "edfxtp_1"
edf_count = 16400
ys_sh_mux_pct = 3.21
top_cell = "edfxtp_1"
avgSynthCellArea_sq_um = 17.8
yosysWarnings = 7
synthArstFlopShare_pct = 0.0120
netlist_instances = 35200
yosys.stat.seqShare_pct = 79.3
top_logic_kind = "AND-OR/OR-AND gates"
synthTopCellsByArea = "edfxtp_1 79%, a22oi_1 4.8%, a221oi_1 2.5%, o22ai_1 2.1%, mux2_2 1.7%"
aoi_share_pct = 12.9
ys.flops = 16600
syn_area_sq_mm = 0.627
common_cells = "16400 x edfxtp_1, 4016 x a22oi_1, 2079 x o22ai_1"

[clock_network]
cts_buffers = 1703
path_clk_slew_ps = 60
h-tree-depth = 7
cts_post_setup_buffers_inserted = 0
hold_buffers = 0
cts_tree = "done"
ctsResizeCount = 0
clock_latency_ps = 1380
cts_root_buf = "clkbuf_16"
cts_buffer_depth = 6
cts_num_sinks = 16600

[sta]
slew_headroom_pct = -16.0
post-route-period-util_pct = 58.9
setup_viol = 0
whs_ps = 680
worst_pin_slew_ps = 1740
rsz0062_at_grt = "no"
max_freq_ghz = 0.0987
slew_viol_final = 25
hold_viol_final = 0
clock_skew_ps = 132
period_needed_ps = 10130
setup_tns_ps = 0

[grt]
grt_pass1_vias = 397000
grt_usage_pct = 41.8
grt_max_degree = 129
grt_pass1_wl_mm = 3200
grt_antenna_before_repair = 169
gr-total-overflow = 0

[routing]
drtIter0Drc = 32900
wirelength_mm = 2360
viasPerCell = 6.99
remaining_drc_errors = 0
first_pass_iters = 9
ant_nets = 0
wire_per_inst_um = 43.1
vias = 383000

[floorplanning]
fp_util_pct = 50.2
fp.dieH_mm = 1.12
dieWidth_mm = 1.12
io_pins = 283
rows = 410
core-area_sq_mm = 1.25
dieArea_sq_mm = 1.26

[critical_path]
cp-end-kind = "flip-flop"
cp_cell_sequence = "buf_16, buf_4, buf_4, nor2b_4, buf_4, buf_4, buf_12, buf_4, buf_4, buf_4, a221oi_1, nor3_1, nor4_1, and3_1, a41oi_4, buf_4"
criticalPathCategory = "in2reg"
cpMostUsedCell = "buf_4"
path_max_fanout = 76
slowest_delay_ps = 750
start_kind = "input port"
cp.arrival_ps = 11240
cp_slowest_cell = "buf_4"
cp.required_ps = 18310

[min_path]
hp-class = "reg2reg"

[placed_design]
post_dp_cell_area_sq_mm = 0.662
gp_congestion = 0.965
dp_hpwl_mm = 1410
portBuffers = 282

[final_layout]
area_growth_syn_to_layout_pct = 14.2
postLayoutCoreUtil_pct = 57.4
drive_above_1_share_pct = 16.7
fin_area_sq_mm = 0.716

[pwr]
irDropWorstVdd_mv = 0.106
cellLeakagePower_nw = 221
pwr_density_cell_mw_per_mm2 = 121
power_mw = 86.7

[flow_run]
cap_violations = 4
openroad.warnings = 63

[status]
violations = "max-capacitance violations, max-slew violations"
status = "finished, violations left"
## flip-flops by register name (all words and copies together), names as in the netlist
register,count
reg_ren.o_dout,2
genblk2.u_sram_high.ram,16384
genblk2.u_sram_high.Q,256
## path summary, 6_finish.rpt
| path | from | endpoint | slack (ps) | cells past startpoint |
|---|---|---|---|---|
| worst min register to register | genblk2[1].u_sram_high.ram[40][2] | genblk2[1].u_sram_high.Q[2] | 680 | 4 |
| max in group asynchronous | i_rst_n | reg_ren.o_dout[1] | 14820 | 1 |
| min in group asynchronous | i_rst_n | reg_ren.o_dout[1] | 2240 | 1 |
| worst min-delay path | genblk2[1].u_sram_high.ram[40][2] | genblk2[1].u_sram_high.Q[2] | 680 | 4 |
| worst max-delay path | i_addr[2] | genblk2[1].u_sram_high.ram[7][49] | 7070 | 16 |
| worst max register to register | genblk2[0].u_sram_high.ram[9][3] | genblk2[0].u_sram_high.ram[57][3] | 12820 | 7 |
## logic make-up (layout without fill, tap and decap cells)
| family | count (synthesis) | count (layout) |
|---|---|---|
| buffers and inverters | 2937 | 5662 |
| flip-flops | 16600 | 16600 |
| AND-OR/OR-AND | 11000 | 11000 |
| other | 0 | 295 |
| AND/OR/NAND/NOR | 2827 | 2827 |
| multiplexers | 1772 | 1772 |
## area by class of cell
type | count | area, sq um
antenna | 295 | 738
clock buffer | 2161 | 45500
fill | 89700 | 532000
sequential | 16600 | 497000
multi-input combinational | 15600 | 123000
inverter | 21 | 129
clock inverter | 894 | 7530
tap | 16700 | 20900
timing repair buffer | 2586 | 21200
## worst max-delay path: cells and delay by family
kind | cells | cell delay (ps)
AND-OR/OR-AND | 2 | 960
buffers and inverters | 10 | 5500
AND/OR/NAND/NOR | 4 | 840
## layout by cell type, fill, tap and decap left out, drive strengths merged, types with 120 or more instances in the layout
cell type	count
a211oi	191
a21oi	965
a221o	160
a221oi	1821
a222oi	179
a22o	193
a22oi	4017
a31oi	232
a41oi	163
and3	209
buf	2310
bufinv	125
clkbuf	2161
clkdlybuf4s50	276
clkinv	709
dfxtp	256
diode	295
edfxtp	16400
mux2	946
mux2i	729
nand2	209
nand3	236
nand3b	157
nor2	633
nor3	592
o21ai	253
o22ai	2079
o2bb2ai	131
o31ai	151
or3b	120
or4	218
## power by group
| part | internal, mW | switching (mW) | leakage [nW] |
|---|---|---|---|
| registers | 45.6 | 0.0594 | 149 |
| clock network | 20.5 | 15.2 | 26.1 |
| logic | 1.27 | 4.14 | 45.8 |
## layer usage
layer	track usage, %	up-vias	part of all wire (%)
li1	-	153000	-
met1	42.1	186000	26
met2	53.0	36600	42
met3	40.7	7712	23
met4	24.5	554	8.1
met5	15.7	-	0.94
## metrics by stage
step | cells | setup WS [ps]
2_1_floorplan | 35200 | 6240
3_3_place_gp | 51500 | 6160
3_5_place_dp | 51600 | 6030
4_1_cts | 54600 | 7390
5_1_grt | 54800 | 6960
6_report | 54900 | 7070
No activity file was given, so power comes from the tool's default toggle rates.
