==> flow/design.v <==
interface axi4_if;
  parameter ADDR_W = 32;
  parameter DATA_W = 64;
  parameter ID_W   = 4;
  parameter USER_W = 1;
  localparam STRB_W = DATA_W/8;
  logic                   aw_ready  ;
  logic                   aw_valid  ;
  logic   [ADDR_W-1:0]    aw_addr   ;
  logic   [2:0]           aw_prot   ;
  logic   [7:0]           aw_len    ;
  logic   [2:0]           aw_size   ;
  logic   [1:0]           aw_burst  ;
  logic                   aw_lock   ;
  logic   [3:0]           aw_cache  ;
  logic   [3:0]           aw_qos    ;
  logic   [ID_W-1:0]      aw_id     ;
  logic   [USER_W-1:0]    aw_user   ;
  logic   [3:0]           aw_region ;
  logic                   w_valid   ;
  logic   [DATA_W-1:0]    w_data    ;
  logic   [STRB_W-1:0]    w_strb    ;
  logic                   w_last    ;
  logic                   w_ready   ;
  logic   [USER_W-1:0]    w_user    ;  
  logic   [1:0]           b_resp    ;
  logic   [ID_W-1:0]      b_id      ;
  logic                   b_ready   ;
  logic                   b_valid   ;
  logic   [USER_W-1:0]    b_user    ;
  logic                   ar_ready  ;
  logic                   ar_valid  ;
  logic   [ADDR_W-1:0]    ar_addr   ;
  logic   [2:0]           ar_prot   ;
  logic   [7:0]           ar_len    ;
  logic   [2:0]           ar_size   ;
  logic   [1:0]           ar_burst  ;
  logic                   ar_lock   ;
  logic   [3:0]           ar_cache  ;
  logic   [3:0]           ar_qos    ;
  logic   [ID_W-1:0]      ar_id     ;
  logic   [USER_W-1:0]    ar_user   ;
  logic   [3:0]           ar_region ;
  logic   [DATA_W-1:0]    r_data    ;
  logic   [1:0]           r_resp    ;
  logic                   r_last    ;
  logic   [ID_W-1:0]      r_id      ;
  logic                   r_ready   ;
  logic                   r_valid   ;
  logic   [USER_W-1:0]    r_user    ;
  modport Master
  (
    output aw_valid, output aw_addr, output aw_prot,  output aw_region,
    output aw_len,   output aw_size, output aw_burst, output aw_lock,
    output aw_cache, output aw_qos,  output aw_id,    output aw_user,
    input  aw_ready,
    output ar_valid, output ar_addr, output ar_prot,  output ar_region,
    output ar_len,   output ar_size, output ar_burst, output ar_lock,
    output ar_cache, output ar_qos,  output ar_id,    output ar_user,
    input  ar_ready,
    output w_valid,  output w_data,  output w_strb,   output w_last,
    output w_user,   input  w_ready,
    input  r_valid,  input  r_data,  input  r_resp,   input  r_last,
    input  r_id,     input  r_user,  output r_ready,
    input  b_valid,  input  b_resp,  input  b_id,     input  b_user,
    output b_ready
  );
  modport Slave
  (
    input  aw_valid, input  aw_addr, input  aw_prot,  input  aw_region,
    input  aw_len,   input  aw_size, input  aw_burst, input  aw_lock,
    input  aw_cache, input  aw_qos,  input  aw_id,    input  aw_user,
    output aw_ready,
    input  ar_valid, input  ar_addr, input  ar_prot,  input  ar_region,
    input  ar_len,   input  ar_size, input  ar_burst, input  ar_lock,
    input  ar_cache, input  ar_qos,  input  ar_id,    input  ar_user,
    output ar_ready,
    input  w_valid,  input  w_data,  input  w_strb,   input  w_last,
    input  w_user,   output w_ready,
    output r_valid,  output r_data,  output r_resp,   output r_last,
    output r_id,     output r_user,  input  r_ready,
    output b_valid,  output b_resp,  output b_id,     output b_user,
    input  b_ready
  );
endinterface
interface uni_if;
  parameter ADDR_W = 32;
  parameter DATA_W = 64;
  logic               valid ;
  logic               ready ;
  logic               reqtyp;
  logic [ADDR_W-1:0]  addr  ;
  logic [DATA_W-1:0]  wdata ;
  logic [DATA_W-1:0]  rdata ;
  logic               cachable;
  logic [1:0]         size  ;
  modport Master(
    output valid, input ready, output reqtyp,   output addr,
    output wdata, input rdata, output cachable, output size
  );
  modport Slave(
    input valid, output ready, input reqtyp,   input addr,
    input wdata, output rdata, input cachable, input size
  );
endinterface
module dCache_tag_ary#(
  DATA_WIDTH = 64
)(
  input                         i_clk  ,
  input                         i_rst_n,
  input                         i_wen  ,
  input       [  6:0]           i_addr ,  
  input       [DATA_WIDTH-1:0]  i_din  ,
  output      [DATA_WIDTH-1:0]  o_dout
);
  logic [DATA_WIDTH-1:0] tag_array [127:0];
  logic [127:0] wen;
  for (genvar i=0; i<128; i=i+1) begin
    assign wen[i] = i_wen & (i_addr == i);
    stl_reg #(
      .WIDTH      (DATA_WIDTH   ),
      .RESET_VAL  (0            )
    ) u_reg (
      .i_clk      (i_clk        ),
      .i_rst_n    (i_rst_n      ),
      .i_wen      (wen[i]       ),
      .i_din      (i_din        ),
      .o_dout     (tag_array[i] )
    );
  end
  assign o_dout = tag_array[i_addr];
endmodule
module stl_reg #(
  WIDTH = 1,
  RESET_VAL = 0
)(
  input                     i_clk   ,
  input                     i_rst_n ,
  input                     i_wen   ,
  input         [WIDTH-1:0] i_din   ,
  output logic  [WIDTH-1:0] o_dout
);
  always @(posedge i_clk or negedge i_rst_n) begin
    if (!i_rst_n) begin
      o_dout <= RESET_VAL;
    end else if(i_wen) begin
      o_dout <= i_din;
    end
  end
endmodule
==> flow/run.sh <==
#!/bin/bash
# OpenROAD 26Q1-2900-gdf79404cd8, Yosys 0.63+post, stock flow scripts
make -C /OpenROAD-flow-scripts/flow DESIGN_CONFIG=/design/flow/config.mk WORK_HOME=/design/flow/orfs finish
==> flow/config.mk <==
export PLATFORM = sky130hd
export DESIGN_NAME = dCache_tag_ary
export DESIGN_NICKNAME = dCache_tag_ary
export VERILOG_FILES = /design/flow/design.v
export SDC_FILE = /design/flow/constraint.sdc
export NUM_CORES = 4
export LEC_CHECK = 1
export CORE_UTILIZATION = 30
==> flow/constraint.sdc <==
current_design dCache_tag_ary

set clk_period 15.6
set clk_io_pct 0.2

create_clock -name clk0 -period $clk_period [get_ports {i_clk}]

set non_clock_inputs [all_inputs -no_clocks]
set_input_delay [expr $clk_period * $clk_io_pct] -clock clk0 $non_clock_inputs
set_output_delay [expr $clk_period * $clk_io_pct] -clock clk0 [all_outputs]
==> results.cfg <==
; yosys + openroad results
[placement]
dpl.cell_count = 41000
gpl.final_weighted_congestion = 1.06
dp_hpwl_mm = 1430
portBuffers = 137
detailed_place.area_um2 = 383000

[global_route]
grt_start_max_net_pins = 138

[cts]
cts_buffers = 884
htree_num_levels = 6
numClockSinks = 8192
post_cts_resized = 0
post_cts_setup_buffer_count = 0
cts.hold.buffers_added = 0
cts_root_buffer = sky130_fd_sc_hd__clkbuf_16
cts_max_path_buffers = 5

[logic_synthesis]
yosys_warnings = 3
seq_area_frac_synth = 0.573
post-synth-top-area-fraction = 0.573
post_synth_edffs = 0
yosys.stat.chipArea_um2 = 358000
yosys_most_used_dff = sky130_fd_sc_hd__dfrtp_1
ys_ff = 8192
synthArstFlopShare = 1.00
synthesis.area_um2 = 358000
post_synth_inst_count = 26000
netlist-cell-type-count = 89
yosysCellCount = 26000
yosys-top-cells-area = sky130_fd_sc_hd__dfrtp_1 57%, sky130_fd_sc_hd__mux2_2 26%, sky130_fd_sc_hd__a22oi_1 5.6%
synth.avg_cell_area_um2 = 13.7
post-synth-top-area-cell = sky130_fd_sc_hd__dfrtp_1

[status]
status = aborted with a tool error
failed_stage = global routing
run_error = [ERROR GRT-0116] Global routing finished with congestion. Check the congestion regions in the DRC Viewer.

[floorplanning]
floorplan.die.width_mm = 1.09
fp.dieH_mm = 1.09
floorplan.initialDensity = 0.301
pin_count = 138
row_count = 400
[metrics by stage]
stage	setup WS, ns	total power, mW
after CTS	2.93	48.8
after detailed placement	2.95	28.1
after global placement	2.97	28.0
after floorplan	7.30	26.1
[cell usage after synthesis (all sizes together) (11+ instances only)]
library cell,number
a32oi,85
o2111ai,18
or3,14
or4,49
a211oi,15
o22ai,326
a22o,398
mux2,8270
nor4,182
nor2b,21
nor4b,11
clkbuf,1535
o32ai,12
and2,11
dfrtp,8192
a31oi,69
and4,33
mux2i,139
o211ai,51
nand2b,11
nand3,180
and3,165
a222oi,212
a2111oi,67
nand4,320
o21ai,101
nand2,499
nor2,322
nor3b,12
buf,1215
a221o,11
o221ai,13
a41oi,19
a21oi,231
o32a,15
a22oi,2675
nor3,158
a221oi,218
o22a,50
[kinds of logic after synthesis]
family          synth area share
flops                      0.573
simple gates              0.0305
mux                        0.264
buf+inv                   0.0333
compound gates            0.0987
No activity file was given, so power comes from the tool's default toggle rates.
